**design/flow/config.mk**
```make
export PLATFORM = sky130hd
export DESIGN_NAME = digit_2_10
export DESIGN_NICKNAME = digit_2_10
export VERILOG_FILES = /design/flow/design.v
export SDC_FILE = /design/flow/constraint.sdc
export NUM_CORES = 4
export LEC_CHECK = 1
export CORE_AREA = 10 10 74 74
export DIE_AREA = 0 0 84 84
```
**design/flow/constraint.sdc**
```tcl
current_design digit_2_10

set clk_period 5.8
set clk_io_pct 0.2

create_clock -name clk0 -period $clk_period [get_ports {clk}]

set non_clock_inputs [all_inputs -no_clocks]
set_input_delay [expr $clk_period * $clk_io_pct] -clock clk0 $non_clock_inputs
set_output_delay [expr $clk_period * $clk_io_pct] -clock clk0 [all_outputs]
```
**design/flow/design.v**
```verilog
module digit_2_10 (
input clk,rst,bitin,ena,
input [3:0] numIn,
output [3:0] numOut,
output reg bitOut = 0
);
reg [3:0] storege = '0 ;
wire [3:0] over6;
wire overflowOver6;
assign {overflowOver6,over6} =  ((bitin + numIn + storege) > 5'b1001) ? 5'b0110:  5'b0000;
always_ff @(posedge clk, posedge rst)
	if (rst) 
		{bitOut,storege} <=  '0;
	else if (ena)
		{bitOut,storege} <= over6 + numIn + bitin + storege;
assign numOut = storege;
endmodule 
```
**design/flow/run.sh**
```bash
#!/bin/bash
# OpenROAD 26Q1-2900-gdf79404cd8, Yosys 0.63+post, stock flow scripts
make -C /OpenROAD-flow-scripts/flow DESIGN_CONFIG=/design/flow/config.mk WORK_HOME=/design/flow/orfs finish
```
==> results_slide.txt <==
Flow Results at a Glance

Power
  • Pwr dens: 640 nW/um^2
  • Clock share of power: 0.140
  • Seq pwr share: 0.158
  • Comb pwr share: 0.702
  • Sw frac: 0.381
  • P_int: 0.283 mW
  • Switching pwr: 0.174 mW
  • VDD IR-drop max: 0.000153 V
  • LEAKAGE: 0.322 nW

Cells and area
  • Fin cells: 114
  • Layout cells sized above 1: 0.0938
  • Area growth syn-to-layout: 45.4%
  • Finished Cell Area: 713 sq um

Floorplanning
  • IO Pins: 13
  • Die Y-Extent: 84 um
  • Die W: 84 um
  • FP Core Util: 0.124
  • Chip area: 7060 sq um
  • Site row count: 23
  • Area of the core: 3970 sq um

Critical path
  • Worst setup EP type: flop
  • Crit path DRT: 5900 ps
  • Crit path DAT: 4570 ps
  • Crit Path Category: in2reg
  • CP max FO: 3
  • Crit start category: input port

GRT
  • Antenna violations before repair: 0
  • Largest net degree at the start of global routing: 9
  • Global-route wire length before repair: 1990 um
  • Remaining global-route overflow: 0
  • GRT Total Usage: 0.0326
  • Vias in the first global route: 434

Placement
  • Final GP Congestion: 0.847
  • Placed cells: 110
  • Cell Area, Placed: 668 sq um
  • Hpwl dp: 878 um
  • # port buffers: 12

Yosys
  • Synth Warn #: 1
  • YS chip area: 490 sq um
  • Cell Area, Synth: 490 sq um
  • Synth top area cells: dfrtp_1, fa_1, ha_1
  • Number of enable flip-flop cells: 0
  • Post-Syn Area per Cell: 10.0 sq um
  • Area leader share: 0.255
  • Post-synth top area cell: dfrtp_1
  • Syn Inst Count: 49
  • Top_reg_cell synth: dfrtp_1
  • FFs w/ async S/R, synth: 1.00
  • Netlist cell types: 19
  • Top-count cell post-synth: inv_1
  • Ys flops: 5
  • Seq share, synth: 0.255
  • Post-synth top cells: inv_1, ha_1, dfrtp_1, fa_1, nor2_1
  • # Cells Yosys: 49

Clock network
  • Root buffer cell: clkbuf_8
  • Clk sinks: 5
  • Post-CTS resize count: 0
  • Clock-pin slew on the worst setup and hold paths: 40 ps
  • Maximum clock insertion buffer count: 2
  • Clk latency late pin: 220 ps
  • Number of H-tree levels: 1
  • CTS Buf Count: 3
  • TritonCTS clock tree: built
  • # Post-CTS Setup Buffers: 0
  • Hold_buf cts: 0

Timing
  • Fmax: 0.224 GHz
  • Clock Skew: 1.85 ps
  • Setup TNS: 0 ps
  • Least-Margin Pin Slew: 306 ps
  • Setup violators final: 0
  • Relative slew margins: 0.795
  • Final Slew Violations: 0
  • RSZ-0062 raised after global routing: false
  • Final Hold Viols: 0
  • Final min period: 4470 ps
  • Fin crit share: 0.771

Detailed routing
  • Via count: 364
  • Detail Route Antenna Nets: 0
  • Final Routed Wirelength: 1020 um
  • DRT iter0 DRCs: 20
  • Wire length per cell: 8.93 um
  • Vias per std cell: 3.19
  • First-pass DRT Iterations: 3
  • Ant. Diodes: 0
  • # DRC: 0

Run status
  • Outcome: finished, final reports clean

Min path
  • Worst hold path type: reg2reg

Job
  • Max Cap Viol: 0
  • Tool Warnings: 25
-- flip-flops by register name (all words and copies together), names as in the netlist --
name,flops
bitOut,1
storege,4
-- cell families (layout without fill, tap and decap cells) --
kind of cell	Yosys count	after routing	synth area share
AOI/OAI and AO/OA	9	9	0.117
buffers and inverters	11	26	0.0867
DFF	5	5	0.255
adders and majority gates	11	11	0.357
and+or+nand+nor	8	8	0.0765
muxes	2	2	0.0536
xor gates and xnor gates	3	3	0.0536
-- path summary, 6_finish.rpt --
path | startpoint | to | slack (ps) | depth (start not counted)
max | bitin | storege[3] | 1330 | 13
max reg2reg | storege[0] | storege[3] | 2420 | 12
min | bitOut | bitOut | 520 | 1
max in group asynchronous | rst | storege[0] | 4500 | 2
min in group asynchronous | rst | bitOut | 1140 | 2
min reg2reg | bitOut | bitOut | 520 | 1
-- final cells by class --
type / count / area (sq um)
fillers: 433 / 3260
repair buffers: 12 / 120
multi-input cells: 33 / 323
flip-flops and latches: 5 / 125
inverters: 10 / 37.5
well taps: 50 / 62.6
clock buffers: 4 / 45.0
-- metrics by stage --
stage	utilization	hold WS [ps]	setup WS [ps]	total power, mW
after floorplan	-	458	1710	0.309
after global placement	0.168	504	1130	0.391
after detailed placement	0.168	498	1100	0.398
after CTS	0.180	516	1320	0.465
after global routing	0.180	542	1110	0.522
final	0.180	516	1330	0.457
-- metal layers --
layer,part of all wire,vias to the layer above,GRT usage
met5,0,-,0
met4,0.022,0,0.00913
met3,0.066,2,0.00984
met2,0.52,9,0.0571
met1,0.39,169,0.0370
li1,-,184,-
-- power groups by stage --
| stage | Combinational [mW] | Sequential (mW) | Clock (mW) |
|---|---|---|---|
| finish | 0.321 | 0.0722 | 0.0637 |
| global route | 0.376 | 0.0767 | 0.0692 |
| CTS | 0.326 | 0.0732 | 0.0658 |
-- placed cells by master, fill, tap and decap left out --
cell type        synthesis  final
o21a_1                   1      1
clkbuf_8                 0      3
clkdlybuf4s50_1          0     12
a211o_1                  1      1
mux2_2                   1      1
nor2_1                   4      4
ha_1                     6      6
a21oi_2                  1      1
nand2_1                  1      1
xor2_1                   1      1
xnor2_1                  2      2
dfrtp_1                  5      5
o21ai_0                  2      2
clkbuf_1                 0      1
mux2_4                   1      1
a21o_1                   1      1
nand2b_1                 1      1
a21oi_1                  3      3
nor2b_1                  2      2
fa_1                     5      5
inv_1                   10     10
-- worst max-delay path: stages --
cell and delay (ps):
clkdlybuf4s50_1 450, inv_1 50, fa_1 470, fa_1 410, nor2b_1 150, o21ai_0 110, a211o_1 300, fa_1 500
ha_1 170, inv_1 50, fa_1 370, xnor2_1 130, mux2_2 250
Power is estimated from default activity; no workload was simulated.
